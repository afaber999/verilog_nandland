### ./design.v
module Debounce_Switch (input i_Clk, input i_Switch, output o_Switch);
  parameter c_DEBOUNCE_LIMIT = 250000;   
  reg [17:0] r_Count = 0;
  reg r_State = 1'b0;
  always @(posedge i_Clk)
  begin
    if (i_Switch !== r_State && r_Count < c_DEBOUNCE_LIMIT)
      r_Count <= r_Count + 1;
    else if (r_Count == c_DEBOUNCE_LIMIT)
    begin
      r_State <= i_Switch;
      r_Count <= 0;
    end 
    else
      r_Count <= 0;
  end
  assign o_Switch = r_State;
endmodule
### ./run.sh
#!/bin/bash
# OpenROAD 26Q1-2900-gdf79404cd8, Yosys 0.63+post, stock flow scripts
make -C /OpenROAD-flow-scripts/flow DESIGN_CONFIG=/design/flow/config.mk WORK_HOME=/design/flow/orfs finish
### ./config.mk
export PLATFORM = sky130hd
export DESIGN_NAME = Debounce_Switch
export DESIGN_NICKNAME = Debounce_Switch
export VERILOG_FILES = /design/flow/design.v
export SDC_FILE = /design/flow/constraint.sdc
export NUM_CORES = 4
export LEC_CHECK = 1
export CORE_AREA = 10 10 76 76
export DIE_AREA = 0 0 86 86
### ./constraint.sdc
current_design Debounce_Switch

set clk_period 4.0
set clk_io_pct 0.2

create_clock -name clk0 -period $clk_period [get_ports {i_Clk}]

set non_clock_inputs [all_inputs -no_clocks]
set_input_delay [expr $clk_period * $clk_io_pct] -clock clk0 $non_clock_inputs
set_output_delay [expr $clk_period * $clk_io_pct] -clock clk0 [all_outputs]
==> flow_summary_export.csv <==
group,metric,value,unit
global_route,maximum_number_of_pins_on_one_net_before_global_route_repair,19,
sta,tightestPinTransition,0.377,ns
detailed_routing,vias_per_cell,4.15,
pwr,power-per-cell-area,337,nW/um2
global_route,grt_pass1_wl,2.70,mm
logic_synthesis,ys_types,22,
critical_path,timing.critical_path.from_type,"flip-flop",
placement,finalWeightedCongestion,0.798,
clock_network,postCtsSetupRepairBufs,0,
clock_network,clkLatencyLatePin,0.25,ns
clock_network,cts_htree_levels,1,
detailed_routing,route.vias.total,651,
global_route,first_global_vias,625,
clock_network,post_cts_hold_buffer_count,0,
sta,grt_setup_unrepaired,"no",
logic_synthesis,synth_area_per_cell,8.70,um2
critical_path,critical_path.cell_chain,"clkdlybuf4s50_1",
critical_path,crit_buf_inv,1,
detailed_routing,num_antenna_cells,0,
logic_synthesis,synthDominantCellAreaShare,0.406,
floorplanning,number_of_rows_created_at_floorplan,23,
floorplanning,placeableCoreArea,4120,um2
sta,period_minus_slack,1.90,ns
detailed_routing,initialDrtViolationCount,58,
clock_network,cts.path.max_buffers,2,
layout,synthToLayoutAreaGrowth,13.5,%
floorplanning,floorplanUtilization,0.216,
layout,final.fill_count,439,
clock_network,tritoncts,"yes",
clock_network,tritoncts_buffer_count,3,
layout,register_area,390,um2
detailed_routing,final_antenna_net_count,0,
pwr,cellLeakagePower,0.297,nW
logic_synthesis,synth.cell_area,887,um2
global_route,globalRouteOverflowTotal,0,
critical_path,worstPathArrival,1.10,ns
logic_synthesis,ys_cells,102,
global_route,global_router_s_overall_resource_usage,0.0423,
pwr,fin_total_pwr,340,uW
logic_synthesis,synth_seq_share,0.440,
logic_synthesis,yosys-top-cells-area,"sky130_fd_sc_hd__dfxtp_1 41%, sky130_fd_sc_hd__xnor2_1 13%, sky130_fd_sc_hd__nor2_1 10%",
detailed_routing,drt-total-wl,1.45,mm
placement,hpwl,1.02,mm
status,result_of_the_run,"finished, final reports clean",
layout,mi_logic_area,454,um2
floorplanning,floorplan.io_pins,3,
logic_synthesis,numSynthFlops,19,
global_route,antenna_found_initial,0,
sta,slew_viol_final,0,
pwr,vdd_ir_drop_max,0.0949,mV
clock_network,clk_root_buffer_cell,"sky130_fd_sc_hd__clkbuf_8",
critical_path,peak_per_stage_delay_on_the_critical_path,0.47,ns
sta,timing.clock.skew,0.00364,ns
layout,drive_gt1_frac,0.0935,
run,number_of_openroad_warnings,26,
floorplanning,die_h,86,um
sta,finalClockPeriodUsage,0.474,
floorplanning,die-width,86,um
logic_synthesis,ys.warnings.count,1,
detailed_routing,first_pass_iters,4,
clock_network,cts_resized,0,
run,cap_viol_max_count,0,
clock_network,cts.sinks,19,
critical_path,worst-setup-path-type,"flip-flop to output port",
hold_path,min-delay-path-class,"flip-flop to flip-flop",
sta,setup_violations,0,
critical_path,crit_required,3.20,ns
clock_network,clkTransAtPathRegs,0.07,ns
logic_synthesis,syn-instance-count,102,
critical_path,critical_path.endpoint_type,"output port",
sta,fin_setup_tns,0,ns
sta,slew-limit-headroom,0.747,
detailed_routing,drt-wirelength-per-cell,9.25,um
floorplanning,design.die.area,7400,um2
critical_path,crit_slowest_cell,"sky130_fd_sc_hd__clkdlybuf4s50_1",
placement,place.port_buffers,2,
critical_path,critPathMaxFanout,2,
logic_synthesis,synth.yosys.chip_area,887,um2
detailed_routing,route.detailed.drc,0,
logic_synthesis,post-synth-top-area-cell,"sky130_fd_sc_hd__dfxtp_1",
sta,peak_clock_frequency_supported_by_timing,528,MHz
critical_path,cp_top_family,"buffers and inverters",
sta,finalHoldViolations,0,
## metrics by stage
stage | cells | utilization | instance area [um2] | hold slack (ns) | setup WS, ns
2_1_floorplan | 102 | - | 887 | 0.437 | 2.50
3_3_place_gp | 153 | 0.234 | 961 | 0.466 | 2.06
3_5_place_dp | 153 | 0.234 | 961 | 0.473 | 2.05
4_1_cts | 157 | 0.245 | 1010 | 0.491 | 2.08
5_1_grt | 157 | 0.245 | 1010 | 0.535 | 2.05
6_report | 157 | 0.245 | 1010 | 0.486 | 2.10
## logic make-up after synthesis
logic type / synth area share
xor gates and xnor gates: 0.148
AOI/OAI and AO/OA: 0.0465
DFF: 0.440
buffers and inverters: 0.0480
adders and majority gates: 0.0282
and+or+nand+nor: 0.289
## metal layers
metal / track usage / vias to the layer above / share of wire
li1: - / 355 / -
met1: 0.0585 / 291 / 0.54
met2: 0.0615 / 3 / 0.41
met3: 0.0153 / 2 / 0.043
met4: 0.00898 / 0 / 0.0055
met5: 0 / - / 0
## worst paths after layout
check | depth (start not counted) | start | slack, ns | endpoint
worst max-delay path | 1 | r_State | 2.10 | o_Switch
worst min-delay path | 1 | r_Count[0] | 0.49 | r_Count[0]
worst max register to register | 5 | r_Count[0] | 2.35 | r_Count[16]
worst min register to register | 1 | r_Count[0] | 0.49 | r_Count[0]
## Yosys cell counts
library cell and count:
sky130_fd_sc_hd__nor3_2 1, sky130_fd_sc_hd__a31oi_1 1, sky130_fd_sc_hd__nor4_1 5, sky130_fd_sc_hd__nor4_2 1, sky130_fd_sc_hd__nand4_1 6, sky130_fd_sc_hd__nor2_1 24, sky130_fd_sc_hd__ha_1 2, sky130_fd_sc_hd__edfxtp_1 1
sky130_fd_sc_hd__buf_6 1, sky130_fd_sc_hd__nand2_1 5, sky130_fd_sc_hd__nor3_1 4, sky130_fd_sc_hd__o31a_1 1, sky130_fd_sc_hd__or4_4 1, sky130_fd_sc_hd__a31o_2 1, sky130_fd_sc_hd__a21oi_1 1, sky130_fd_sc_hd__dfxtp_1 18
sky130_fd_sc_hd__xor2_1 2, sky130_fd_sc_hd__buf_2 1, sky130_fd_sc_hd__o31ai_2 1, sky130_fd_sc_hd__inv_1 7, sky130_fd_sc_hd__xnor2_1 13, sky130_fd_sc_hd__nand3_1 5
## registers in the layout, indices dropped and copies added (netlist names)
| signal | count |
|---|---|
| r_State | 1 |
| r_Count | 18 |
## power breakdown
group | internal (mW) | leakage (nW) | switching, mW
logic | 0.00489 | 0.117 | 0.00607
registers | 0.193 | 0.155 | 0.00290
clock network | 0.0692 | 0.0255 | 0.0635
## placed cells by master (no fill, tap or decap), types with 2 or more instances in the layout
master                            count
sky130_fd_sc_hd__clkbuf_8             3
sky130_fd_sc_hd__clkdlybuf4s50_1      2
sky130_fd_sc_hd__dfxtp_1             18
sky130_fd_sc_hd__ha_1                 2
sky130_fd_sc_hd__inv_1                7
sky130_fd_sc_hd__nand2_1              5
sky130_fd_sc_hd__nand3_1              5
sky130_fd_sc_hd__nand4_1              6
sky130_fd_sc_hd__nor2_1              24
sky130_fd_sc_hd__nor3_1               4
sky130_fd_sc_hd__nor4_1               5
sky130_fd_sc_hd__xnor2_1             13
sky130_fd_sc_hd__xor2_1               2
## cell type report
class                   instances  area share
inverters                       7      0.0261
clock inverters                 1     0.00497
repair buffers                  3      0.0273
flip-flops and latches         19       0.388
clock buffers                   3      0.0410
well taps                      50      0.0621
multi-input cells              74       0.451
Power and IR drop assume default switching activity.
