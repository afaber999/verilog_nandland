[./config.mk]
export PLATFORM = sky130hd
export DESIGN_NAME = Seven_Segment
export DESIGN_NICKNAME = Seven_Segment
export VERILOG_FILES = /design/flow/design.v
export SDC_FILE = /design/flow/constraint.sdc
export NUM_CORES = 4
export LEC_CHECK = 1
export CORE_AREA = 10 10 70 70
export DIE_AREA = 0 0 80 80
[./constraint.sdc]
current_design Seven_Segment

set clk_period 1.5
set clk_io_pct 0.2

create_clock -name clk0 -period $clk_period [get_ports {i_Clk}]

set non_clock_inputs [all_inputs -no_clocks]
set_input_delay [expr $clk_period * $clk_io_pct] -clock clk0 $non_clock_inputs
set_output_delay [expr $clk_period * $clk_io_pct] -clock clk0 [all_outputs]
[./design.v]
module Seven_Segment (
  input i_Clk,
  input [3:0] i_Binary_Num,
  output o_Segment_A,
  output o_Segment_B,
  output o_Segment_C,
  output o_Segment_D,
  output o_Segment_E,
  output o_Segment_F,
  output o_Segment_G );
reg [6:0] r_seg = 7'h00;
always @(posedge i_Clk) begin
  case (i_Binary_Num) 
    'h0 : r_seg = 7'b0000001;
    'h1 : r_seg = 7'b1001111;
    'h2 : r_seg = 7'b0010010;
    'h3 : r_seg = 7'b0000110;
    'h4 : r_seg = 7'b1001100;
    'h5 : r_seg = 7'b0100100;
    'h6 : r_seg = 7'b0100000;
    'h7 : r_seg = 7'b0001111;
    'h8 : r_seg = 7'b0000000;
    'h9 : r_seg = 7'b0000100;
    'hA : r_seg = 7'b0001000;
    'hB : r_seg = 7'b1100000;
    'hC : r_seg = 7'b0110001;
    'hD : r_seg = 7'b1000010;
    'hE : r_seg = 7'b0110000;
    'hF : r_seg = 7'b0111000;
    default : r_seg = 7'b1111111; 
  endcase
end
assign o_Segment_A = r_seg[6];
assign o_Segment_B = r_seg[5];
assign o_Segment_C = r_seg[4];
assign o_Segment_D = r_seg[3];
assign o_Segment_E = r_seg[2];
assign o_Segment_F = r_seg[1];
assign o_Segment_G = r_seg[0];
endmodule
[./run.sh]
#!/bin/bash
# OpenROAD 26Q1-2900-gdf79404cd8, Yosys 0.63+post, stock flow scripts
make -C /OpenROAD-flow-scripts/flow DESIGN_CONFIG=/design/flow/config.mk WORK_HOME=/design/flow/orfs finish
==> impl_metrics.csv <==
group,metric,value,unit
synth,synth.distinct_cells,14,
sta,setup_ws,201,ps
sta,drv_slew,0,
placement,port_buffers,11,
die,core_region_area,0.00342,mm2
route,dr.pass1.iters,2,
placement,dp_slack,-257,ps
worst_setup_path,critPathLaunchType,"register",
run,warning_count,31,
worst_setup_path,worst_setup_path_end_kind,"output pin",
die,fp-utilization,0.120,
pwr,peakVddDrop,0.000133,V
worst_setup_path,worstPathCellList,"clkdlybuf4s50_1",
route,via_per_inst,3.04,
sta,final.setup.tns,0,ps
cells_and_area,comb_area,243,um2
synth,synthesis.area,409,um2
cells_and_area,largest_reg_flops,7,
route,wl_per_cell,7.32,um
sta,rsz0062_at_grt,"false",
route,wl,783,um
clock_network,clk_pin_slew,50,ps
cells_and_area,drive_above_1_share,0.230,
worst_setup_path,path_depth,1,
pwr,powerDensity,741,mW/mm2
sta,tightest_slew,247,ps
worst_setup_path,critPathMaxFanout,1,
global_route,grt_pass1_vias,321,
cells_and_area,final-seq-area,140,um2
cells_and_area,area_delta_synth_final,59.6,%
synth,ys_cells,40,
clock_network,postCtsHoldBufs,0,
die,die_w,80,um
sta,min_period_over_period,0.866,
worst_setup_path,crit_path_max_incr_delay,450,ps
worst_setup_path,path_delay_family,"buffers and inverters",
synth,synth_area_per_cell,10.2,um2
global_route,antenna_found_initial,0,
die,io_pins,12,
worst_setup_path,path_buffers,1,
worst_setup_path,critical_path.endpoint,"o_Segment_E",
sta,hold_viol_final,0,
clock_network,cts_max_path_buffers,2,
worst_setup_path,startpoint,"r_seg[2]",
sta,fin_crit,1300,ps
synth,yosysWarnings,1,
synth,synthCells,40,
worst_setup_path,cp_slowest_cell,"clkdlybuf4s50_1",
synth,synth_seq_share,0.343,
route,post-route-drc-count,0,
worst_setup_path,cp_data_arrival_time,1000,ps
die,die_h,80,um
cells_and_area,fillers,380,
clock_network,cts_sinks,7,
route,insertedDiodeCount,0,
synth,ys_area,409,um2
sta,max_freq,770,MHz
global_route,grt_usage,0.0230,
global_route,grt_max_degree,13,
sta,setup_viol,0,
die,die_area,0.00640,mm2
run_status,status,"finished, final reports clean",
synth,ys.flops,7,
clock_network,cts_buffers,3,
global_route,grt_pass1_wl,1280,um
global_route,grt-ovfl-total,0,
die,row_count,21,
route,vias,325,
sta,maxSlewHeadroom,0.835,
route,drt_iter0_markers,35,
clock_network,cts_tree,"yes",
run,drv_cap,0,
route,ant_nets,0,
worst_setup_path,crit_type,"register to output pin",
worst_setup_path,crit_required,1200,ps
min_path,hp-class,"input pin to register",
placement,dp_hpwl,674,um
clock_network,htreeDepth,1,
placement,place_congestion,0.771,
clock_network,cts-root-buf,"clkbuf_4",
pwr,cellLeakagePower,0.000307,uW
-- layout by cell type, fill, tap and decap left out --
cell type	n
a21oi_1	2
a32o_1	1
buf_4	8
clkbuf_1	1
clkbuf_4	3
clkdlybuf4s50_1	9
dfxtp_1	7
dlymetal6s2s_1	2
ha_1	7
inv_1	1
inv_2	2
mux2i_1	6
mux4_2	1
nand2_1	1
nand2b_1	2
nor2_1	5
o211ai_1	1
o21ai_1	2
-- timing repair --
item | in CTS | in global routing
setup buffers | 0 | 0
resized | 0 | 4
endpoints found under the setup margin | 0 | 1
-- per-layer routing --
layer	track usage	vias up	share of wire
met5	0	-	0
met4	0.00528	0	0
met3	0.00795	0	0.12
met2	0.0401	8	0.48
met1	0.0262	138	0.41
li1	-	179	-
-- logic make-up (layout without fill, tap and decap cells) --
logic type	after synthesis	count (layout)	share of synthesized area
buf+inv	5	26	0.0642
fa+ha+maj	7	7	0.214
flops	7	7	0.342
compound gates	6	6	0.0918
mux	7	7	0.202
simple gates	8	8	0.0856
-- power by group --
group | internal [uW] | switching, uW | total (uW)
Combinational | 74.8 | 41.7 | 117
Clock | 101 | 58.6 | 159
Sequential | 204 | 3.79 | 208
Total | 380 | 104 | 484
-- how the worst min path moves through the flow --
stage                    from  endpoint  slack, ps  depth (start not counted)
CTS           i_Binary_Num[2]  r_seg[6]        790                          2
global route  i_Binary_Num[1]  r_seg[5]        550                          3
finish        i_Binary_Num[0]  r_seg[5]        530                          3
-- tightest hold or removal path: cells and delay by family --
family,cells,cell delay [ps]
buf+inv,2,260
compound gates,1,170
-- cell type report --
cell class | count | share of cell area
Inverter | 3 | 0.0172
Sequential cell | 7 | 0.215
Timing Repair Buffer | 19 | 0.268
Clock buffer | 4 | 0.0402
Tap cell | 46 | 0.0881
Multi-Input combinational cell | 28 | 0.372
-- synthesized netlist by cell type (all sizes together) --
master | number | area (um2)
o211ai | 1 | 7.51
nand2 | 1 | 3.75
nand2b | 2 | 12.5
clkbuf | 1 | 3.75
a21oi | 2 | 10.0
ha | 7 | 87.6
nor2 | 5 | 18.8
buf | 1 | 11.3
dfxtp | 7 | 140
mux4 | 1 | 22.5
a32o | 1 | 10.0
o21ai | 2 | 10.0
inv | 3 | 11.3
mux2i | 6 | 60.1
-- stage by stage --
step | util | hold WS, ps | std cells | power [uW] | instance area [um2]
after CTS | 0.190 | 791 | 107 | 496 | 648
after detailed placement | 0.182 | 971 | 103 | 331 | 622
after global placement | 0.182 | 977 | 103 | 330 | 622
final | 0.191 | 527 | 107 | 484 | 653
after floorplan | - | 454 | 40 | 257 | 409
after global routing | 0.191 | 551 | 107 | 518 | 653
Power figures rest on the tool's default switching activity, not on a simulated workload.
